===== ./config.mk =====
export PLATFORM = sky130hd
export DESIGN_NAME = MEMtoWB
export DESIGN_NICKNAME = MEMtoWB
export VERILOG_FILES = /design/flow/design.v
export SDC_FILE = /design/flow/constraint.sdc
export NUM_CORES = 4
export LEC_CHECK = 1
export CORE_UTILIZATION = 40

===== ./constraint.sdc =====
current_design MEMtoWB

set clk_period 1.0
set clk_io_pct 0.2

create_clock -name clk0 -period $clk_period [get_ports {clk}]

set non_clock_inputs [all_inputs -no_clocks]
set_input_delay [expr $clk_period * $clk_io_pct] -clock clk0 $non_clock_inputs
set_output_delay [expr $clk_period * $clk_io_pct] -clock clk0 [all_outputs]

===== ./design.v =====
`timescale 1ns/1ps
module MEMtoWB (clk, rst, WB_IN, ALUResultIn, memReadIn, WB_addressIn,
                          WB,    ALUResult,   memRead,   WB_address);
    input clk, rst;
    input [1:0] WB_IN;
    input [31:0] ALUResultIn, memReadIn;
    input [4:0] WB_addressIn;
    output reg [1:0] WB;
    output reg [31:0] ALUResult, memRead;
    output reg [4:0] WB_address;
    always @ (posedge clk) begin
        if (~rst) begin
        {WB, ALUResult, memRead, WB_address} <= 0;
        end
        else begin
        WB <= WB_IN;
        WB_address <= WB_addressIn;
        ALUResult <= ALUResultIn;
        memRead <= memReadIn;
        end
    end
endmodule

===== ./run.sh =====
#!/bin/bash
# OpenROAD 26Q1-2900-gdf79404cd8, Yosys 0.63+post, stock flow scripts
make -C /OpenROAD-flow-scripts/flow DESIGN_CONFIG=/design/flow/config.mk WORK_HOME=/design/flow/orfs finish

==> run summary <==
Implementation results. Required time of the critical path landed at 0.80 ns. Number of library cell types mapped by synthesis landed at 3. The run finished with clean final reports. Per the detail_route report, DRC violations left total 0. Of the total power, the clock network draws 34.4%. Number of warnings reported in the yosys synthesis log landed at 1. The largest total area in the synthesized netlist belongs to dfxtp_1. Peak supply drop landed at 1.07 mV. Setup repair after global routing left no endpoint under its margin.

Before placement the cells fill 41.8% of the core. Fraction of final layout cells sized beyond drive strength 1 landed at 54.0%. The flow reports an fmax of 1070 MHz. In this run the remaining antenna-violating nets after routing total 0.

Overall global routing resource usage landed at 16.9%. Die extent in x landed at 72.5 um. Mean cell area of the mapped netlist landed at 13.4 um2. The transition time recorded at the tightest slew-check pin is 0.167 ns. The post-CTS hold buffer count recorded in the log is 0. After synthesis, the chip area reported by Yosys is 1990 um2. Routed length per instance landed at 11.8 um. The timing report shows that the slowest cell on the worst path is dfxtp_2. After Yosys synthesis, and, or, nand and nor cells account for 26.8% of the synthesized area. Post-synth design cell area landed at 1990 um2.

Multiplexer area fraction after synthesis landed at 0%. The power report attributes to the combinational group a share of 10.2%. Maximum number of pins on one net before global-route repair landed at 55.

The leakage component of the power was reported as 0.00156 uW. Area share of the largest cell type after synthesis landed at 71.4%. In the placement report, post-DP HPWL is listed as 3130 um. Proportion of total power due to net switching landed at 19.8%. The floorplan report gives the top-level pin count as 144. The worst pin sits at a relative slew slack of 88.9%. Site row count landed at 25. The tree is rooted in a clkbuf_8. Sequential-to-total area share from yosys stat landed at 71.4%. Synthesis produced 149 cells.

The worst setup path is launched from a flip-flop. Clock-pin slew on the worst setup and hold paths landed at 0.07 ns. Share of the clock period used by the worst path after layout landed at 93.8%. Number of setup violations in the final report landed at 0.

Number of register bits inferred by synthesis landed at 71. The script logs the ratio of routed vias to standard cells as 3.96. Setup slack at placement landed at -0.181 ns.

Placeable core region landed at 4750 um2. Number of antenna repair diodes landed at 0. Together, buffers and inverters on the worst path number 1. Internal power comes to 4350 uW. The critical path maximum fanout is 1. Per the gpl log, the routability congestion estimate is 0.796. By area, the combinational part of the netlist is dominated by simple AND/OR/NAND/NOR gates. The clock net in this run drives a total of 71 sinks. Maximum buffer depth of the clock tree landed at 2.

Number of design-rule violations left by the first detailed-router iteration landed at 36. The wire length recorded after detailed routing is 4360 um. In this run, flip-flops and latches consume 55.4% of the power.

The cell-mix breakdown from Yosys lists the adder-cell area share as 0%. The final max-slew violation count recorded for this run is 0. Post-synthesis compound-gate area fraction landed at 0%.

Counting endpoints that fail hold in the final report gives 0. STA classifies the critical path endpoint as an output pin. Area growth from synthesis to layout landed at 66.4%. Clock period minus final worst setup slack landed at 0.938 ns. By area the synthesized netlist is led by dfxtp_1 71%, and2_2 27%, clkbuf_2 1.8%. Area of the die landed at 5260 um2.

First-pass GRT wire length landed at 6520 um. The synthesized netlist devotes 0% of its cell area to XOR and XNOR gates. The setup path with the least slack is of type flip-flop to output pin. Total negative setup slack landed at 0 ns. Grouping stages by cell kind, the critical path spends the most delay in flip-flops. Summed over all nets, the switching power comes to 1080 uW.

Number of maximum-capacitance violations landed at 0. Number of search-and-repair iterations in the first detailed-routing pass landed at 4. Cell total in the yosys stat output landed at 149. Sum of internal, switching and leakage power landed at 5430 uW. Delay of the slowest cell on the worst path landed at 0.31 ns.

Data arrival time of the critical path landed at 0.74 ns. The report gives the cell count of the worst hold path as 2. TritonCTS built the clock tree.

In this run the power density over the cells is 1640 nW/um2. Checking hold timing, the worst path is listed with class input pin to flip-flop. Final global-route overflow total landed at 0. OpenROAD warning count landed at 26. Once routing completed, OpenROAD measured the worst setup slack at 0.0618 ns.

The buffer_ports step reported a buffer count of 143. In this run the critical path is formed by buf_2. CTS built an H-tree with a depth of 3. The number of clock buffers added by TritonCTS is 9. Critical path depth in cells landed at 1.

Measured along the y axis, the die boundary spans 72.5 um. The number of antenna violations at the first check in global routing is 0. The via count of the first global-routing pass was 1381. The detailed router placed 1463 vias in this run.
Yosys cell counts (all sizes together):
cell type,count
dfxtp,71
clkbuf,7
and2,71
stage by stage:
| step | cells | util [%] | instance area [um2] | hold slack [ns] |
|---|---|---|---|---|
| 2_1_floorplan | 149 | - | 1990 | 0.336 |
| 3_3_place_gp | 354 | 73.6 | 3500 | 0.795 |
| 3_5_place_dp | 354 | 73.6 | 3500 | 0.800 |
| 4_1_cts | 369 | 69.8 | 3320 | 0.448 |
| 5_1_grt | 369 | 69.6 | 3310 | 0.450 |
| 6_report | 369 | 69.6 | 3310 | 0.466 |
layout by cell type, fill, tap and decap left out, drive strengths merged:
master / Yosys / routed
and2: 71 / 71
buf: 0 / 71
clkbuf: 7 / 12
clkdlybuf4s50: 0 / 72
clkinv: 0 / 5
dfxtp: 71 / 71
registers in the layout, summed over array words and instances (netlist names):
name        cells
ALUResult      32
WB              2
WB_address      5
memRead        32
layer usage:
metal | vias up | global-route usage, % | part of all wire, %
met5 | - | 0 | 0
met4 | 0 | 3.70 | 1.9
met3 | 8 | 5.77 | 10
met2 | 91 | 27.3 | 47
met1 | 621 | 23.0 | 41
li1 | 743 | - | -
power by group through the flow:
stage	clock network (uW)	registers (uW)	logic (uW)
CTS	1930	3010	567
global route	2040	3020	610
finish	1870	3010	555
final cells by class:
cell class	count	area (um2)
Sequential cell	71	1430
Multi-Input combinational cell	71	533
Fill cell	408	1450
Timing Repair Buffer	145	1100
Clock inverter	5	25.0
Tap cell	67	83.8
Clock buffer	10	138
cells by family (layout without fill, tap and decap cells):
kind of cell | after synthesis | after routing
buffers and inverters | 7 | 160
DFF | 71 | 71
and+or+nand+nor | 71 | 71
path summary, 6_finish.rpt:
check / from / to
worst min-delay path: ALUResultIn[23] / ALUResult[23]$_SDFF_PN0_
worst max-delay path: WB[1]$_SDFF_PN0_ / WB[1]
what timing repair did:
item / 4_1_cts / 5_1_grt
setup endpoints to repair: 71 / 2
resized: 215 / 3
setup buffers: 0 / 0
No activity file was given, so power comes from the tool's default toggle rates.
