`run.sh`:
```
#!/bin/bash
# OpenROAD 26Q1-2900-gdf79404cd8, Yosys 0.63+post, stock flow scripts
make -C /OpenROAD-flow-scripts/flow DESIGN_CONFIG=/design/flow/config.mk WORK_HOME=/design/flow/orfs finish
```
`config.mk`:
```
export PLATFORM = sky130hd
export DESIGN_NAME = IDtoEXE
export DESIGN_NICKNAME = IDtoEXE
export VERILOG_FILES = /design/flow/design.v
export SDC_FILE = /design/flow/constraint.sdc
export NUM_CORES = 4
export LEC_CHECK = 1
export CORE_AREA = 10 10 185 185
export DIE_AREA = 0 0 195 195
```
`constraint.sdc`:
```
current_design IDtoEXE

set clk_period 1.0
set clk_io_pct 0.2

create_clock -name clk0 -period $clk_period [get_ports {clk}]

set non_clock_inputs [all_inputs -no_clocks]
set_input_delay [expr $clk_period * $clk_io_pct] -clock clk0 $non_clock_inputs
set_output_delay [expr $clk_period * $clk_io_pct] -clock clk0 [all_outputs]
```
`design.v`:
```
`timescale 1ns/1ps
module IDtoEXE (clk, rst, PCIn, Read_data1In, Read_data2In, ImmGenIn, ALUIn, WB_addressIn, Rs1addressIn, Rs2addressIn, EXE_IN, MEM_IN, WB_IN, PC, Read_data1, Read_data2, ImmGen, ALU, WB_address, EXE, MEM, WB, Rs1address, Rs2address);
    input clk, rst;
    input [1:0] WB_IN;    
    input [2:0] EXE_IN;   
    input [2:0] MEM_IN;   
    input [31:0] PCIn, Read_data1In, Read_data2In, ImmGenIn;
    input [3:0] ALUIn;
    input [4:0] WB_addressIn;
    input [4:0] Rs1addressIn, Rs2addressIn;
    output reg [1:0] WB;
    output reg [2:0] EXE, MEM;
    output reg [31:0] PC,Read_data1, Read_data2, ImmGen;
    output reg [3:0] ALU;
    output reg [4:0] WB_address;
    output reg [4:0] Rs1address, Rs2address;
    always @ (posedge clk) begin
        if (~rst) begin
        {PC,Read_data1, Read_data2, ImmGen, ALU, WB_address, EXE, MEM, WB, Rs1address, Rs2address} <= 0;
        end
        else begin
            MEM <= MEM_IN;
            WB <= WB_IN;
            EXE <= EXE_IN;
            PC <= PCIn;
            Read_data1 <= Read_data1In;
            Read_data2 <= Read_data2In;
            ImmGen <= ImmGenIn;
            ALU <= ALUIn;
            WB_address <= WB_addressIn;
            Rs1address <= Rs1addressIn;
            Rs2address <= Rs2addressIn;
        end
    end
endmodule 
```
==> results.txt <==
Physical implementation

The run finished, with violations left. The checks that failed: setup timing. The library cell used as clock root buffer is sky130_fd_sc_hd__clkbuf_16.

The number of clock buffers added by TritonCTS is 17. The final hold violation count is 0. The count of library flops with an enable pin is 0.

The overflow left after global routing is 0. The total length of routed wires is 15,000 µm. In the final report, the number of pins over their slew limit comes to 0. The cell depth of the worst hold path is 3. The area growth from synthesis to layout is 78.2%. The report counts max-capacitance violations totalling 0. The critical path in this run is classified as flop to primary output. The number of iterations in the first detailed-routing pass is 3.

312 I/O pins were placed. The floorplan step records an initial core utilization of 14.0%. The CTS clock-pin slew for the worst setup and hold paths is 0.07 ns.

The combinational gate area is 970 µm². The top logic cell family in the synthesized netlist is simple AND/OR/NAND/NOR gates. Sorting the synthesized cells by area gives the leading types as sky130_fd_sc_hd__dfxtp_1 (73%), sky130_fd_sc_hd__and2_1 (23%), sky130_fd_sc_hd__buf_6 (4.0%). The synthesized netlist devotes 0% of its cell area to adder and majority cells. The ratio of total power to cell area is 1870 nW/µm². Buffers placed on the I/O ports in this run total 311. Summing every instance area after synthesis gives 4260 µm².

The synthesis run shows the most used standard cells to be sky130_fd_sc_hd__and2_1 (155), sky130_fd_sc_hd__dfxtp_1 (155), sky130_fd_sc_hd__buf_6 (15), sky130_fd_sc_hd__buf_4 (1), sky130_fd_sc_hd__clkbuf_4 (1). The instance tally after logic synthesis is 327. The number of buffers and inverters on the critical path is 1. The leakage power in the latest report is 0.00335 µW.

The overall track demand over capacity in global routing is 7.66%. The capture endpoint of the worst hold path is Read_data1[16]. The average wire per cell in the routed design is 14.3 µm. The row count is 64. The post-route antenna net violation count is 0.

The chip area line in the Yosys stat output reads 4260 µm². The path type of the worst min-delay path is input port to flop. Setup slack on the critical path of the routed design comes to -0.0793 ns.

The total die size is 38,000 µm². The largest fanout on the critical path is 1. The level count of the clock H-tree is 4. The largest stage delay on the critical path is 0.35 ns. The number of vias per cell is 3.10.

The biggest area contributor in the post-synthesis netlist is sky130_fd_sc_hd__dfxtp_1. The die is 195 µm tall. The maximum clock frequency is 0.927 GHz. For the worst setup path, the data arrival time is 0.88 ns. Summing the areas of all compound-gate instances in the mapped netlist gives 0% of the synthesized area. The number of global-route vias before repair is 3,499. For this run, the share of the core covered by cells in the final layout is 24.9%. The number of design-rule violations left by the first detailed-router iteration is 28. The layout stage reports a final design area of 7590 µm². The category of the worst setup path capture point is a primary output.

The register cell area after layout is 3130 µm². OpenROAD reports that the post-layout worst path occupies 108% of the period. The synthesized area per cell is 13.0 µm². The synthesized netlist was found by Yosys to have 327 cells. Per the STA report, the cell with the highest stage delay on the worst path is sky130_fd_sc_hd__dfxtp_2. The first global-routing pass estimated 22,200 µm of wire. The sequential area share after synthesis is 72.9%. The number of sinks handled by clock tree synthesis is 155. The HPWL after detailed placement is 11,800 µm.

Walking the worst path, the cells encountered are buf_2. The post-synthesis share of cell area spent on xor and xnor gates is 0%. The maximum root-to-sink buffer count is 2. The number of antenna violations at the first check in global routing is 0. The total DRC errors in the routed layout is 0.

The overall via count from detail_route is 3,256. In this run the tools logged warnings totalling 27. Setup repair after global routing could not meet its margin everywhere. In the synthesized netlist the async set-or-reset flop fraction comes to 0%. The number of fill cells in the layout is 3,257. In the Yosys stats the netlist draws on 5 distinct library cells. The max-slew check reports its worst relative slack as 84.0%. STA classifies the critical path startpoint as a flop. For the pin with the worst max-slew slack, the measured transition is 0.240 ns. Counting the warning lines in the Yosys log gives 1. The minimum clock period is 1.08 ns. The total setup violations reported at the end of the flow is 155. The post-synth register bit count is 155. For this run, the leading register cell type out of synthesis is sky130_fd_sc_hd__dfxtp_1. Per the power-grid run, VDD falls by no more than 1.16 mV. The CTS tree is yes. Grouping stages by cell kind, the critical path spends the most delay in flip-flops.

The area of the core is 30,400 µm². The layout summary lists the proportion of cells stronger than drive strength 1 as 32.0%. The post-synthesis mux area share is 0%. In this run the most critical hold path is launched from rst. The share of the synthesized area in the top cell type is 72.9%. In this run the horizontal extent of the chip is 195 µm. The simple-gate share of the synthesized area is 22.8%.

Per the detailed placement report, the placed cell area equals 7730 µm². Looking at the post-CTS report, the setup buffer insertion count equals 0. The worst path required time is 0.80 ns. Antenna repair during routing inserted a diode count of 0. Per the gpl log, the routability congestion estimate is 0.773. The pin count of the biggest net entering global routing is 72.
## worst max path at each step
stage,from,end,slack [ns],depth (start not counted)
after CTS,ImmGen[28],ImmGen[28],-0.15,1
after global routing,ImmGen[28],ImmGen[28],-0.16,1
final,ImmGen[28],ImmGen[28],-0.08,1
## final cells by class
class                   count  area share (%)
flip-flops and latches    155            41.3
repair buffers            314            31.8
multi-input cells         155            12.8
well taps                 396            6.53
clock buffers              20            5.76
clock inverters            12            1.85
## power by group
part	total (µW)	switching, µW	internal (µW)
Sequential	6590	72.4	6510
Clock	6400	2700	3710
Combinational	1210	300	907
## cells by family (layout without fill, tap and decap cells)
group	after synthesis	after routing
buffers and inverters	17	346
DFF	155	155
and+or+nand+nor	155	155
## layout by cell type, fill, tap and decap left out
master / instances
sky130_fd_sc_hd__buf_12: 2
sky130_fd_sc_hd__clkbuf_16: 17
sky130_fd_sc_hd__buf_6: 5
sky130_fd_sc_hd__and2_1: 155
sky130_fd_sc_hd__dfxtp_2: 22
sky130_fd_sc_hd__clkdlybuf4s50_1: 155
sky130_fd_sc_hd__dfxtp_1: 133
sky130_fd_sc_hd__clkbuf_1: 3
sky130_fd_sc_hd__bufinv_16: 2
sky130_fd_sc_hd__inv_6: 4
sky130_fd_sc_hd__buf_2: 150
sky130_fd_sc_hd__clkinvlp_4: 6
sky130_fd_sc_hd__buf_4: 2
## per-stage QoR
| step | std cells | TNS, ns | worst slack (ns) | hold slack (ns) | total power [µW] |
|---|---|---|---|---|---|
| finish | 1052 | -3.93 | -0.0793 | 0.246 | 14200 |
| floorplan | 327 | 0 | 0.275 | 0.322 | 6940 |
| global route | 1052 | -13.88 | -0.158 | 0.250 | 15000 |
| CTS | 1052 | -11.39 | -0.146 | 0.217 | 14600 |
| detailed placement | 1020 | -0.315 | -0.0868 | 0.692 | 8270 |
| global placement | 1020 | -0.373 | -0.106 | 0.690 | 8270 |
## what timing repair did
item / 4_1_cts / 5_1_grt
resized: 514 / 12
setup endpoints to repair: 155 / 155
hold buffers: 0 / 0
## sequential cells by signal, summed over array words and instances, names as in the netlist
name / cells
WB_address: 5
Rs2address: 5
ALU: 4
Read_data1: 32
WB: 2
ImmGen: 32
EXE: 3
Read_data2: 32
Rs1address: 5
PC: 32
MEM: 3
## metal layers
metal / share of wire (%) / vias to the layer above / global-route usage (%) / wire length, µm
li1: - / 1613 / - / -
met1: 40 / 1417 / 9.03 / 6080
met2: 42 / 218 / 11.3 / 6320
met3: 17 / 8 / 5.78 / 2500
met4: 0.98 / 0 / 0.764 / 148
met5: 0 / - / 0 / 0
Power and IR drop assume default switching activity.
