--- flow/run.sh ---
#!/bin/bash
# OpenROAD 26Q1-2900-gdf79404cd8, Yosys 0.63+post, stock flow scripts
make -C /OpenROAD-flow-scripts/flow DESIGN_CONFIG=/design/flow/config.mk WORK_HOME=/design/flow/orfs finish
--- flow/config.mk ---
export PLATFORM = sky130hd
export DESIGN_NAME = EXtoMEM
export DESIGN_NICKNAME = EXtoMEM
export VERILOG_FILES = /design/flow/design.v
export SDC_FILE = /design/flow/constraint.sdc
export NUM_CORES = 4
export LEC_CHECK = 1
export CORE_UTILIZATION = 40
--- flow/constraint.sdc ---
current_design EXtoMEM

set clk_period 1.0
set clk_io_pct 0.2

create_clock -name clk0 -period $clk_period [get_ports {clk}]

set non_clock_inputs [all_inputs -no_clocks]
set_input_delay [expr $clk_period * $clk_io_pct] -clock clk0 $non_clock_inputs
set_output_delay [expr $clk_period * $clk_io_pct] -clock clk0 [all_outputs]
--- flow/design.v ---
`timescale 1ns/1ps
module EXtoMEM (clk, rst, WB_IN, MEM_IN, PCIn, WritedataIn, ALUResultIn, ZeroIn, WB_addressIn,
                          WB,    MEM,    PC,    Writedata,   ALUResult,   Zero,   WB_address);
    input clk, rst, ZeroIn;
    input [1:0] WB_IN;    
    input [2:0] MEM_IN;   
    input [31:0] PCIn, ALUResultIn, WritedataIn;
    input [4:0] WB_addressIn;
    output reg Zero;
    output reg [1:0] WB;
    output reg [2:0] MEM;
    output reg [31:0] PC,ALUResult, Writedata;
    output reg [4:0] WB_address;
    always @ (posedge clk) begin
        if (~rst) begin
        {WB, MEM, PC, ALUResult, Zero, WB_address} <= 0;
        end
        else begin
        WB <= WB_IN;
        MEM <= MEM_IN;
        PC <= PCIn;
        Writedata <= WritedataIn;
        ALUResult <= ALUResultIn;
        Zero <= ZeroIn;
        WB_address <= WB_addressIn;
        end
    end
endmodule 
==> impl_metrics.xml <==
<?xml version="1.0" encoding="UTF-8"?>
<metrics>
  <group name="status">
    <metric name="run_status" unit="">finished with violations</metric>
    <metric name="violations_in_the_final_reports" unit="">setup timing</metric>
  </group>
  <group name="logic_synthesis">
    <metric name="synthFlopType" unit="">sky130_fd_sc_hd__dfxtp_1</metric>
    <metric name="asyncSetResetFlopFracSynth" unit="%">0</metric>
    <metric name="post_synth_main_area_contributors" unit="">sky130_fd_sc_hd__dfxtp_1 (50%), sky130_fd_sc_hd__edfxtp_1 (32%), sky130_fd_sc_hd__and2_1 (16%)</metric>
    <metric name="synth.cell_area" unit="um2">3009</metric>
    <metric name="ys_seq_share" unit="%">81.83</metric>
    <metric name="synth.lib_cells_used.distinct" unit="">5</metric>
    <metric name="yosys.area.top_type" unit="">sky130_fd_sc_hd__dfxtp_1</metric>
    <metric name="mean_post_synth_cell_area" unit="um2">15.84</metric>
    <metric name="edff_count_synth" unit="">32</metric>
    <metric name="yosysWarnings" unit="">1</metric>
    <metric name="synth_top_area_share" unit="%">49.90</metric>
    <metric name="synthCells" unit="">190</metric>
    <metric name="ys_seq_elements" unit="">107</metric>
    <metric name="synth_stat.cells" unit="">190</metric>
    <metric name="synth.top_cells.by_count" unit="">sky130_fd_sc_hd__and2_1 (75), sky130_fd_sc_hd__dfxtp_1 (75), sky130_fd_sc_hd__edfxtp_1 (32), sky130_fd_sc_hd__buf_6 (6), sky130_fd_sc_hd__buf_2 (2)</metric>
    <metric name="synth_chip_area" unit="um2">3009</metric>
  </group>
  <group name="hold_path">
    <metric name="min-delay-path-class" unit="">input pin to flip-flop</metric>
  </group>
  <group name="final_layout">
    <metric name="multi_input_comb_area" unit="um2">469.2</metric>
    <metric name="final-instance-count-excl-fill" unit="">516</metric>
    <metric name="layout-area-overhead-vs-synth" unit="%">63.66</metric>
    <metric name="sequential_cell_area" unit="um2">2471</metric>
    <metric name="num-fill-cells" unit="">587</metric>
    <metric name="share_of_layout_cells_above_drive_strength_1" unit="%">31.89</metric>
  </group>
  <group name="floorplanning">
    <metric name="io_pins" unit="">216</metric>
    <metric name="core-area" unit="um2">7253</metric>
    <metric name="rows" unit="">31</metric>
    <metric name="chip_area" unit="um2">7874</metric>
    <metric name="fp_util" unit="%">41.49</metric>
    <metric name="die-width" unit="um">88.74</metric>
    <metric name="floorplan.die.height" unit="um">88.74</metric>
  </group>
  <group name="route">
    <metric name="avgViaCountPerCell" unit="">4.081</metric>
    <metric name="antenna_cells_inserted" unit="">0</metric>
    <metric name="length_of_the_first_detailed_routing_pass_in_iterations" unit="">2</metric>
    <metric name="wl_per_cell" unit="um">14.55</metric>
    <metric name="route.final.wire_length" unit="um">7510</metric>
    <metric name="dr_total_vias" unit="">2106</metric>
    <metric name="drc" unit="">0</metric>
    <metric name="drt_iter0_markers" unit="">54</metric>
    <metric name="final_antenna_net_count" unit="">0</metric>
  </group>
  <group name="critical_path">
    <metric name="path_max_fanout" unit="">1</metric>
    <metric name="path_delay_family" unit="">flip-flops</metric>
    <metric name="slowest_delay" unit="ns">0.40</metric>
    <metric name="crit_path_start_kind" unit="">flip-flop</metric>
    <metric name="worst_ep_arrival_time" unit="ns">0.89</metric>
    <metric name="worstPathCellList" unit="">buf_2</metric>
    <metric name="critical_path.endpoint_type" unit="">primary output</metric>
    <metric name="critical_path.slowest_cell" unit="">sky130_fd_sc_hd__edfxtp_1</metric>
    <metric name="critPathRequiredTime" unit="ns">0.80</metric>
    <metric name="critical_path_class" unit="">flip-flop to primary output</metric>
    <metric name="cp.buffers_inverters" unit="">1</metric>
  </group>
  <group name="placed_design">
    <metric name="finalWeightedCongestion" unit="">0.7926</metric>
    <metric name="placedCellCount" unit="">500</metric>
    <metric name="port_buffers" unit="">215</metric>
    <metric name="preCtsSetupSlack" unit="ns">-0.04537</metric>
    <metric name="dp_hpwl" unit="um">5757</metric>
  </group>
  <group name="sta">
    <metric name="tcrit_tclk_final" unit="%">108.9</metric>
    <metric name="finalWorstPathRequiredPeriod" unit="ns">1.089</metric>
    <metric name="actual_slew_at_the_worst_max_slew_pin" unit="ns">0.1778</metric>
    <metric name="grt_setup_unrepaired" unit="">yes</metric>
    <metric name="final_max_slew_viol_count" unit="">0</metric>
    <metric name="hold_viol_final" unit="">0</metric>
    <metric name="max_freq" unit="MHz">918.4</metric>
    <metric name="setup_viol_count_final" unit="">32</metric>
    <metric name="worst_slack" unit="ns">-0.08885</metric>
    <metric name="slew-limit-headroom" unit="%">88.15</metric>
  </group>
  <group name="clock_network">
    <metric name="cts_root_buffer" unit="">sky130_fd_sc_hd__clkbuf_8</metric>
    <metric name="cts_made_buffers" unit="">9</metric>
    <metric name="clkSlewWorstSetupHoldPaths" unit="ns">0.09</metric>
    <metric name="clockBufferDepth" unit="">2</metric>
    <metric name="cts_setup_buffers" unit="">0</metric>
    <metric name="cts.sink_count" unit="">107</metric>
    <metric name="htreeDepth" unit="">3</metric>
    <metric name="tritoncts" unit="">done</metric>
  </group>
  <group name="global_routing">
    <metric name="maximum_number_of_pins_on_one_net_before_global_route_repair" unit="">45</metric>
    <metric name="grt_first_pass_wirelength" unit="um">10440</metric>
    <metric name="first_global_vias" unit="">1955</metric>
    <metric name="initial_antenna_violation_count" unit="">0</metric>
    <metric name="grt.overflow.total" unit="">0</metric>
    <metric name="grt_util_all_layers" unit="%">19.21</metric>
  </group>
  <group name="flow_run">
    <metric name="maxCapViolCount" unit="">0</metric>
    <metric name="warnings" unit="">28</metric>
  </group>
  <group name="power">
    <metric name="p_per_area" unit="nW/um2">1655</metric>
    <metric name="power_leakage" unit="uW">0.002172</metric>
    <metric name="power.ir.vdd_worst" unit="uV">1054</metric>
  </group>
</metrics>
-- worst paths after layout --
| check | startpoint | to | slack (ns) | cells after the start |
|---|---|---|---|---|
| worst min-delay path | rst | Writedata[17] | 0.34 | 2 |
| worst max-delay path | Writedata[2] | Writedata[2] | -0.09 | 1 |
-- layout by cell type, fill, tap and decap left out, drive strengths merged --
cell,Yosys,routed
buf,8,112
clkdlybuf4s50,0,107
and2,75,75
dfxtp,75,75
edfxtp,32,32
clkbuf,0,11
clkinv,0,2
bufinv,0,1
clkinvlp,0,1
inv,0,1
-- through the flow --
step | total power [uW] | hold slack [ns] | TNS, ns | instance area, um2 | util [%]
after CTS | 8249 | 0.3294 | -1.828 | 4923 | 67.88
after global routing | 8538 | 0.3235 | -3.832 | 4925 | 67.90
after detailed placement | 5957 | 0.7059 | -0.08380 | 5258 | 72.49
after global placement | 5934 | 0.7037 | -0.05194 | 5258 | 72.49
after floorplan | 4974 | 0.2989 | 0 | 3009 | -
final | 8153 | 0.3426 | -1.198 | 4925 | 67.90
-- cell families (layout without fill, tap and decap cells) --
family        count (synthesis)  after routing  share of synthesized area [%]
simple gates                 75             75                          15.59
flops                       107            107                          81.83
buf+inv                       8            235                          2.578
-- layer usage --
metal	share of wire, %	GRT usage, %	vias up
li1	-	-	1046
met1	36	25.59	912
met2	46	29.44	139
met3	16	10.88	9
met4	1.2	2.786	0
met5	0	0	-
-- state kept, by name (all words and copies together) (netlist names) --
register and cells:
WB_address 5, ALUResult 32, Writedata 32, WB 2, Zero 1, PC 32
MEM 3
-- report_power, final --
group	switching (uW)	total (uW)	leakage [uW]	internal, uW
registers	56.7	4790	0.000940	4740
logic	186	799	0.00113	613
clock network	1340	2560	0.0000979	1220
total	1580	8150	0.00217	6570
-- what timing repair did --
action | in CTS | in global routing
hold buffers | 0 | 0
gates cloned | 0 | 0
hold endpoints to repair | 0 | 0
gates resized | 336 | 1
setup endpoints to repair | 107 | 94
-- final cells by class --
class                           instances  area share [%]
Sequential cell                       107           50.18
Timing Repair Buffer                  219           33.84
Multi-Input combinational cell         75           9.527
Clock buffer                           11           2.896
Tap cell                               99           2.515
Clock inverter                          5           1.042
Power is estimated from default activity; no workload was simulated.
